**run.sh**
```bash
#!/bin/bash
# OpenROAD 26Q1-2900-gdf79404cd8, Yosys 0.63+post, stock flow scripts
make -C /OpenROAD-flow-scripts/flow DESIGN_CONFIG=/design/flow/config.mk WORK_HOME=/design/flow/orfs finish
```
**config.mk**
```make
export PLATFORM = sky130hd
export DESIGN_NAME = top_scrolling_display
export DESIGN_NICKNAME = top_scrolling_display
export VERILOG_FILES = /design/flow/design.v
export SDC_FILE = /design/flow/constraint.sdc
export NUM_CORES = 4
export LEC_CHECK = 1
export CORE_UTILIZATION = 50
```
**constraint.sdc**
```tcl
current_design top_scrolling_display

set clk_period 3.8
set clk_io_pct 0.2

create_clock -name clk0 -period $clk_period [get_ports {clk}]

set non_clock_inputs [all_inputs -no_clocks]
set_input_delay [expr $clk_period * $clk_io_pct] -clock clk0 $non_clock_inputs
set_output_delay [expr $clk_period * $clk_io_pct] -clock clk0 [all_outputs]
```
**design.v**
```verilog
module addr_calc (
    input wire [3:0] win_idx,  
    input wire [1:0] scan_sel,
    output wire [3:0] char_addr 
);  
    wire [3:0] sum;  
    assign sum = win_idx + (3 - scan_sel);
    assign char_addr = (sum >= 12) ? (sum - 4'd12) : sum;
endmodule
module anode_logic (
    input wire [1:0] scan_sel,  
    output wire [3:0] an       
);
    assign an = (scan_sel == 2'b00) ? 4'b1110 :  
                (scan_sel == 2'b01) ? 4'b1101 :  
                (scan_sel == 2'b10) ? 4'b1011 :  
                                      4'b0111;   
endmodule
module clock_divider_slide (
    input wire clk,      
    input wire rst,      
    output wire tick_slide 
);
    localparam LIMIT = 16666666;
    localparam BITS  = 25;
    wire [BITS-1:0] count_val;
    gen_mod_counter #(.N(BITS), .M(LIMIT)) timer_inst (
        .clk(clk),
        .reset(rst),
        .max_tick(tick_slide),
        .q(count_val)          
    );
endmodule
module clock_divider_scan (
    input wire clk,      
    input wire rst,     
    output wire tick_scan 
);
    localparam LIMIT = 50000;
    localparam BITS  = 16;
    wire [BITS-1:0] count_val;
    gen_mod_counter #(
        .N(BITS), 
        .M(LIMIT)
    ) scan_timer (
        .clk(clk),
        .reset(rst),
        .max_tick(tick_scan), 
        .q(count_val)        
    );
endmodule
module debouncer_pause (
    input wire clk,
    input wire rst,
    input wire btn_pause,        
    output reg btn_pause_clean   
);
    localparam LIMIT = 1000000;
    localparam BITS  = 20;
    wire tick_20ms;
    wire [BITS-1:0] count_val; 
    reg current_state;
    wire next_state;    
    gen_mod_counter #(.N(BITS), .M(LIMIT)) timer_inst (
        .clk(clk),
        .reset(rst),
        .max_tick(tick_20ms),
        .q(count_val)
    );
    always @(posedge clk or posedge rst) begin
        if (rst)
            current_state <= 1'b0;
        else
            current_state <= next_state;
    end
    assign next_state = (tick_20ms) ? btn_pause : current_state;
    always @(*) begin
        btn_pause_clean = current_state;
    end
endmodule
module debouncer_select (
    input wire clk,
    input wire rst,
    input wire sw_select,        
    output reg sw_select_clean   
);
    localparam LIMIT = 1000000;
    localparam BITS  = 20;
    wire tick_20ms;
    wire [BITS-1:0] count_val;
    reg current_state;
    wire next_state;
    gen_mod_counter #(.N(BITS), .M(LIMIT)) timer_inst (
        .clk(clk),
        .reset(rst),
        .max_tick(tick_20ms),
        .q(count_val)
    );
    always @(posedge clk or posedge rst) begin
        if (rst)
            current_state <= 1'b0;
        else
            current_state <= next_state;
    end
    assign next_state = (tick_20ms) ? sw_select : current_state;
    always @(*) begin
        sw_select_clean = current_state;
    end
endmodule
module edge_detector_rise_moore (
    input wire clk,
    input wire rst,
    input wire sig_in,
    output wire edge_pulse 
);
    reg [1:0] cs, ns;
    localparam [1:0]
        S_IDLE_0 = 2'b00,
        S_PULSE  = 2'b01,
        S_WAIT_1 = 2'b10;
    always @(posedge clk, posedge rst) begin
        if (rst)
            cs <= S_IDLE_0;
        else
            cs <= ns;
    end
    always @(*) begin
        ns = cs; 
        case (cs)
            S_IDLE_0: begin
                if (sig_in == 1'b1) ns = S_PULSE;
                else ns = S_IDLE_0;
            end
            S_PULSE: begin
                if (sig_in == 1'b1) ns = S_WAIT_1;
                else ns = S_IDLE_0;
            end
            S_WAIT_1: begin
                if (sig_in == 1'b0) ns = S_IDLE_0;
                else ns = S_WAIT_1;
            end
            default: ns = S_IDLE_0;
        endcase
    end
    assign edge_pulse = (cs == S_PULSE) ? 1'b1 : 1'b0;
endmodule
`timescale 1ns / 1ps
module fsm_controller (
    input wire clk,
    input wire rst,
    input wire pulse_pause,    
    input wire sw_student,     
    output wire scroll_en,     
    output wire sel_student    
);
    reg cs;
    wire ns;
    localparam STOP = 1'b0;
    localparam RUN  = 1'b1;
    always @(posedge clk, posedge rst) begin
        if (rst) 
            cs <= RUN;  
        else 
            cs <= ns;
    end
    assign ns = (pulse_pause) ? ~cs : cs;
    assign scroll_en = (cs == RUN);
    assign sel_student = sw_student;
endmodule
module gen_mod_counter
    #(
    parameter N=4, 
              M=10 
    )
    (
    input wire clk, reset,
    output wire max_tick,
    output wire [N-1:0] q
    );
    reg [N-1:0] r_reg;
    wire [N-1:0] r_next;
    always @(posedge clk, posedge reset)
    begin
        if (reset)
            r_reg <= 0;
        else
            r_reg <= r_next;
    end
    assign r_next = (r_reg == (M-1)) ? 0 : r_reg + 1;
    assign q = r_reg;
    assign max_tick = (r_reg == (M-1)) ? 1'b1 : 1'b0; 
endmodule
module refresh_counter (
    input wire clk,
    input wire rst,
    input wire tick_scan,
    output wire [1:0] scan_sel  
);
    reg [1:0] r_reg;
    wire [1:0] r_next;
    always @(posedge clk, posedge rst) begin
        if (rst) 
            r_reg <= 2'b00;
        else 
            r_reg <= r_next;
    end
    assign r_next = (tick_scan) ? (r_reg + 1'b1) : r_reg;
    assign scan_sel = r_reg;
endmodule
module rom_student_1 (
    input wire [3:0] addr,       
    output reg [3:0] char_code   
);
    localparam CHAR_E    = 4'd10;  
    localparam CHAR_L    = 4'd11;  
    localparam CHAR_C    = 4'd12;  
    localparam CHAR_P    = 4'd13;  
    localparam CHAR_S    = 4'd14;  
    localparam CHAR_DASH = 4'd15;  
    always @(*) begin
        case (addr)
            4'd0:  char_code = CHAR_S;
            4'd1:  char_code = CHAR_P;
            4'd2:  char_code = 4'd2;
            4'd3:  char_code = 4'd4;
            4'd4:  char_code = CHAR_DASH;            
            4'd5:  char_code = CHAR_E;
            4'd6:  char_code = CHAR_L;
            4'd7:  char_code = CHAR_C;           
            4'd8:  char_code = CHAR_DASH;            
            4'd9:  char_code = 4'd0;
            4'd10: char_code = 4'd6;
            4'd11: char_code = 4'd8;            
            default: char_code = CHAR_DASH;
        endcase
    end
endmodule
module rom_student_2 (
    input wire [3:0] addr,
    output reg [3:0] char_code
);
    localparam CHAR_E    = 4'd10;
    localparam CHAR_L    = 4'd11;
    localparam CHAR_C    = 4'd12;
    localparam CHAR_P    = 4'd13;
    localparam CHAR_S    = 4'd14;
    localparam CHAR_DASH = 4'd15;
    always @(*) begin
        case (addr)
            4'd0:  char_code = CHAR_S;
            4'd1:  char_code = CHAR_P;
            4'd2:  char_code = 4'd2;
            4'd3:  char_code = 4'd4;           
            4'd4:  char_code = CHAR_DASH;           
            4'd5:  char_code = CHAR_E;
            4'd6:  char_code = CHAR_L;
            4'd7:  char_code = CHAR_C;            
            4'd8:  char_code = CHAR_DASH;            
            4'd9:  char_code = 4'd0;
            4'd10: char_code = 4'd8;
            4'd11: char_code = 4'd7;             
            default: char_code = CHAR_DASH;
        endcase
    end
endmodule
module seven_seg_decoder (
    input wire [3:0] char_code, 
    output reg [6:0] seg        
);
    localparam CHAR_E    = 4'd10;
    localparam CHAR_L    = 4'd11;
    localparam CHAR_C    = 4'd12;
    localparam CHAR_P    = 4'd13;
    localparam CHAR_S    = 4'd14;
    localparam CHAR_DASH = 4'd15;
    always @(*) begin
        case (char_code)
            4'd0: seg = 7'h40;  
            4'd1: seg = 7'h79;  
            4'd2: seg = 7'h24;  
            4'd3: seg = 7'h30;  
            4'd4: seg = 7'h19;  
            4'd5: seg = 7'h12;  
            4'd6: seg = 7'h02;  
            4'd7: seg = 7'h78;  
            4'd8: seg = 7'h00;  
            4'd9: seg = 7'h10;  
            CHAR_E:    seg = 7'h06;  
            CHAR_L:    seg = 7'h47;  
            CHAR_C:    seg = 7'h46;  
            CHAR_P:    seg = 7'h0C;  
            CHAR_S:    seg = 7'h12;  
            CHAR_DASH: seg = 7'h3F;  
            default:   seg = 7'h7F; 
        endcase
    end
endmodule
module student_mux (
    input wire [3:0] code_std1,       
    input wire [3:0] code_std2,       
    input wire sel,                   
    output wire [3:0] final_char_code  
);
    assign final_char_code = (sel == 1'b1) ? code_std2 : code_std1;
endmodule
`timescale 1ns / 1ps
module top_scrolling_display (
    input wire clk,          
    input wire rst,          
    input wire btn_pause,    
    input wire sw_select,    
    output wire [3:0] an,    
    output wire [6:0] seg    
);
    wire btn_pause_clean, sw_select_clean, pulse_pause;
    wire tick_slide, tick_scan;
    wire scroll_en, sel_student;
    wire [3:0] win_idx;      
    wire [1:0] scan_sel;     
    wire [3:0] char_addr;    
    wire [3:0] code_std1;    
    wire [3:0] code_std2;    
    wire [3:0] final_char;   
    debouncer_pause db_p (
        .clk(clk), .rst(rst), .btn_pause(btn_pause), .btn_pause_clean(btn_pause_clean)
    );
    edge_detector_rise_moore ed (
        .clk(clk), .rst(rst), .sig_in(btn_pause_clean), .edge_pulse(pulse_pause)
    );
    debouncer_select db_s (
        .clk(clk), .rst(rst), .sw_select(sw_select), .sw_select_clean(sw_select_clean)
    );
    fsm_controller ctrl (
        .clk(clk), .rst(rst), .pulse_pause(pulse_pause), .sw_student(sw_select_clean),
        .scroll_en(scroll_en), .sel_student(sel_student)
    );
    clock_divider_slide clk_slide (
        .clk(clk), .rst(rst), .tick_slide(tick_slide)
    );
    clock_divider_scan clk_scan (
        .clk(clk), .rst(rst), .tick_scan(tick_scan)
    );
    window_counter win_cnt (
        .clk(clk), .rst(rst), .tick_slide(tick_slide), .scroll_en(scroll_en), .win_idx(win_idx)
    );
    refresh_counter ref_cnt (
        .clk(clk), .rst(rst), .tick_scan(tick_scan), .scan_sel(scan_sel)
    );
    anode_logic anode (
        .scan_sel(scan_sel), .an(an)
    );
    addr_calc calculator (
        .win_idx(win_idx), .scan_sel(scan_sel), .char_addr(char_addr)
    );
    rom_student_1 rom1 (
        .addr(char_addr), .char_code(code_std1)
    );
    rom_student_2 rom2 (
        .addr(char_addr), .char_code(code_std2)
    );
    student_mux mux (
        .code_std1(code_std1), .code_std2(code_std2), .sel(sel_student), .final_char_code(final_char)
    );
    seven_seg_decoder decoder (
        .char_code(final_char), .seg(seg)
    );
endmodule
module window_counter (
    input wire clk,
    input wire rst,
    input wire tick_slide,    
    input wire scroll_en,     
    output wire [3:0] win_idx 
);
    localparam MSG_LEN = 12;
    reg [3:0] r_reg;
    wire [3:0] r_next;
    always @(posedge clk, posedge rst) begin
        if (rst) 
            r_reg <= 0;
        else 
            r_reg <= r_next;
    end
    assign r_next = (tick_slide && scroll_en) ? 
                    ((r_reg == MSG_LEN - 1) ? 4'd0 : r_reg + 1) : 
                    r_reg;
    assign win_idx = r_reg;
endmodule
```
==> deck_impl_summary.md <==
Physical Implementation Snapshot

STA
  • Period utilisation layout: 1.12
  • Post-layout min period: 4270 ps
  • Max Freq: 234 MHz
  • Final worst slack: -470 ps
  • Worst Tran Pin Value: 669 ps
  • Max Slew Vio Count: 0
  • Final setup violation count: 7
  • Fin. Hold Viols: 0
  • Max_slew headroom: 0.554
  • Unrepaired setup endpoints after global routing: true
  • Clock Skews: 19.0 ps

Global routing
  • GR Util All Layers: 0.195
  • First-pass GRT wire length: 15.8 mm
  • Largest net degree at the start of global routing: 54
  • Number of global-route vias before repair: 3570
  • GRT overflow: 0
  • Initial antenna violation count: 0

Die
  • FP Rows: 35
  • FP Core Util: 0.523
  • Chip height: 101 µm
  • Chip area: 10300 µm²
  • Ports: 15
  • Die width: 101 µm
  • CORE AREA: 9420 µm²

Synthesis
  • Yosys reg bits: 92
  • Dominant flop cell: dfrtp_1
  • Aoi share: 0.0693
  • Top cells, area: dfrtp_1 (46%), xor2_1 (6.6%), xnor2_1 (6.4%)
  • Ys Warns: 12
  • Synth Cell Area: 4930 µm²
  • Yosys cell types: 57
  • Area fraction in xor and xnor cells: 0.138
  • Mux area share: 0.00863
  • Cell type with the largest total area: dfrtp_1
  • Avg Cell Area, Syn: 10.0 µm²
  • Post-Syn Instances: 493
  • Adder share: 0.0625
  • Synth top area share: 0.457
  • Asr flop ratio synth: 1.00
  • Dominant comb cell: simple AND/OR/NAND/NOR gates
  • Ys cells: 493
  • Register area share after synthesis: 0.468
  • Yosys simple share: 0.224
  • Post-synth EDFFs: 0
  • Yosys chip area: 4930 µm²

Critical path
  • Path depth of the worst reg2reg path: 6
  • Crit-path max FO: 4
  • Critical path arrival: 3510 ps
  • Reg-to-Reg Start: clk_slide.timer_inst.r_reg[0]
  • Crit path top cell by count: ha_4
  • CP Launch Type: register
  • FF-to-FF End: clk_slide.timer_inst.r_reg[22]
  • Reg2reg setup slack: 1730 ps
  • Kind of cell adding the most delay to the critical path: adder cells
  • Crit Path Class: reg2out
  • CP Data Required Time: 3040 ps
  • CP Buf/Inv Count: 4
  • Worst path max stage delay: 430 ps
  • Crit-path cells: inv_2, ha_4, inv_2, fa_2, xnor2_4, ha_4, nor2_4, or2_4, and2_4, a22o_1, buf_6, ha_4, or3b_1, o311ai_2, buf_2
  • Critical path capture point type: primary output
  • Worst path depth: 15
  • CP max stage cell: fa_2

CTS
  • Clk buf depth: 2
  • CTS H-tree depth: 3
  • Root Buffer: clkbuf_8
  • Clk latency of the worst-skew pair: 360 ps
  • # clock sinks: 92
  • Hold-fix buffers, CTS: 0
  • Total CTS buffers: 9
  • Worst-path clk slew: 90 ps
  • CTS tree: built

Route
  • DRT Pass-1 Iters: 4
  • DRC violations left: 0
  • DR WL/cell: 12.1 µm
  • Post-DRT Antenna Nets: 0
  • Initial DRC Count: 136
  • Routed WL: 8.53 mm
  • Via density: 5.10
  • Diode count: 0
  • Via count: 3598

Finish
  • Fin area: 6090 µm²
  • Fraction of layout cells with a size suffix above 1: 0.234
  • Largest register FFs: 25
  • Synthesis-to-layout area growth: 23.7%
  • Final std cells w/o fill: 706
  • Post-route core utilization: 0.647

Hold path
  • Min-delay src: db_p.current_state
  • Hold Crit Endpoint: ed.cs[0]
  • Hold Path Cell Cnt: 1
  • Worst hold path type: reg2reg

Run
  • OpenROAD warnings: 39
  • Max-Cap Viols: 0

Status
  • Status: finished, violations left
  • Failing checks: setup timing

Placement
  • Port Buf Inserts: 14
  • Detailed-placement wirelength estimate: 5.92 mm
  • Cells after DPL: 679
  • Routability congestion estimate: 0.802
  • Dpl cell area: 5650 µm²
  • Post-Place Worst Slack: -422 ps

Pwr
  • LEAKAGE: 2.85 nW
  • Power Dens Cells: 277 nW/µm²
  • Max VDD drop: 181 µV
  • Pwr Total: 1.69 mW
metal layers:
metal,vias to the layer above,part of all wire,track usage
met4,0,0.013,0.0245
met3,11,0.019,0.0203
met2,28,0.43,0.295
met1,1702,0.53,0.330
met5,-,0,0
li1,1857,-,-
worst max path at each step:
| stage | start | to | slack, ps |
|---|---|---|---|
| 6_report | ref_cnt.r_reg[0] | seg[3] | -470 |
| 5_1_grt | ref_cnt.r_reg[0] | seg[1] | -650 |
| 4_1_cts | ref_cnt.r_reg[0] | seg[1] | -490 |
synthesized netlist by cell type, types with 6 or more instances:
| master | n |
|---|---|
| dfrtp_1 | 90 |
| nor2_1 | 62 |
| nand2_1 | 37 |
| nand3_1 | 37 |
| xor2_1 | 37 |
| xnor2_1 | 36 |
| inv_1 | 24 |
| ha_1 | 23 |
| nand4_1 | 17 |
| o21ai_0 | 15 |
| and3_1 | 12 |
| nor3_1 | 8 |
| and4_1 | 6 |
power breakdown:
group / internal [mW] / switching (mW)
sequential: 0.978 / 0
combinational: 0.00496 / 0.0186
clock: 0.335 / 0.352
total: 1.32 / 0.371
area by class of cell:
cell class                 count  area, µm²
clock inverter                 6       76.3
inverter                      24       93.8
timing repair buffer          77        609
multi-input combinational    368       2710
fill                         734       3320
clock buffer                  10        138
sequential                    92       2300
tap                          129        161
metrics by stage:
| stage | setup TNS, ps | hold WS, ps |
|---|---|---|
| detailed placement | -2300 | 380 |
| global placement | -2120 | 378 |
| finish | -2570 | 396 |
| global route | -4010 | 416 |
| floorplan | 0 | 362 |
| CTS | -2740 | 395 |
repair_timing:
| item | in CTS | in global routing |
|---|---|---|
| cloned | 0 | 0 |
| pin swaps | 19 | 12 |
| resized | 49 | 11 |
| setup endpoints to repair | 7 | 7 |
| buffers inserted | 9 | 4 |
cell families (layout without fill, tap and decap cells):
kind of cell / Yosys count / in the layout
buf+inv: 33 / 117
fa+ha+maj: 24 / 24
compound gates: 48 / 48
xor+xnor: 75 / 75
simple gates: 217 / 217
mux: 4 / 4
flops: 92 / 92
cell usage in the layout, fill, tap and decap left out, drive strengths merged, types with 5 or more instances in the layout:
cell type,Yosys,layout
dfrtp,90,90
buf,5,70
nor2,62,62
xor2,37,37
nand2,37,37
nand3,37,37
xnor2,37,37
inv,24,27
ha,23,23
nand4,17,17
o21ai,15,15
and3,13,13
clkbuf,4,10
nor3,9,9
clkdlybuf4s50,0,7
and4,6,6
nor2b,5,5
a21oi,5,5
Power and IR drop assume default switching activity.
